## /design/flow/config.mk

```make
export PLATFORM = sky130hd
export DESIGN_NAME = mux4way16
export DESIGN_NICKNAME = mux4way16
export VERILOG_FILES = /design/flow/design.v
export SDC_FILE = /design/flow/constraint.sdc
export NUM_CORES = 4
export LEC_CHECK = 1
export CORE_AREA = 10 10 70 70
export DIE_AREA = 0 0 80 80
export SYNTH_HDL_FRONTEND = slang
```

## /design/flow/constraint.sdc

```tcl
current_design mux4way16

set clk_period 1.5
set clk_io_pct 0.2

create_clock -name clk0 -period $clk_period

set non_clock_inputs [all_inputs -no_clocks]
set_input_delay [expr $clk_period * $clk_io_pct] -clock clk0 $non_clock_inputs
set_output_delay [expr $clk_period * $clk_io_pct] -clock clk0 [all_outputs]
```

## /design/flow/design.v

```verilog
module mux4way16(
	output wire [15:0] out,
	input wire [15:0] inp1,
	input wire [15:0] inp2,
	input wire [15:0] inp3, 
	input wire [15:0] inp4,
	input wire [1:0] line);
wire [15:0] line1 = {16{line[0]}};
wire [15:0] line2 = {16{line[1]}};
assign out = (~line1 & ~line2 & inp1) + (line1 & ~line2 & inp2) + 
	     (~line1 & line2 & inp3) + (line1 & line2 & inp4);
endmodule;
```

## /design/flow/run.sh

```bash
#!/bin/bash
# OpenROAD 26Q1-2900-gdf79404cd8, Yosys 0.63+post, stock flow scripts
make -C /OpenROAD-flow-scripts/flow DESIGN_CONFIG=/design/flow/config.mk WORK_HOME=/design/flow/orfs finish
```

==> results_dict.tcl <==
# implementation run metrics
set metrics [dict create \
    status "did not finish" \
    postSynthSeqShare_pct 0 \
    stop_error "[ERROR DPL-0036] Detailed placement failed." \
    std_cell_rows 21 \
    syn_area_sq_um 1870 \
    ys_area_sq_um 1870 \
    fp_util_pct 54.8 \
    portBuffers 82 \
    ys_warn_count 0 \
    synth_cell_types 38 \
    yosys_cells 241 \
    postSynthAreaPerCell_sq_um 7.77 \
    die_x_microns 80 \
    place_congestion 0.884 \
    syn_inst 241 \
    die_h_microns 80 \
    lastStage "detailed placement" \
    io_pins 82 \
]
## cells by family after synthesis
| logic type | after synthesis | share of synthesized area (%) |
|---|---|---|
| XOR/XNOR | 14 | 6.55 |
| multiplexers | 1 | 0.602 |
| buffers and inverters | 61 | 12.8 |
| AND/OR/NAND/NOR | 84 | 23.7 |
| adder cells (fa/ha/maj) | 45 | 42.1 |
| AND-OR/OR-AND | 36 | 14.2 |
## synth_stat cells (2+ instances only)
cell type | number | area share [%]
and2_1 | 27 | 9.0
and3_1 | 14 | 4.7
nand3_1 | 3 | 0.80
o21ai_0 | 4 | 1.1
fa_1 | 30 | 32
a21oi_1 | 9 | 2.4
ha_1 | 15 | 10
o21bai_1 | 3 | 1.2
clkbuf_1 | 5 | 1.0
nand2_1 | 22 | 4.4
nor3_1 | 3 | 0.80
xor2_1 | 2 | 0.94
nor2b_1 | 2 | 0.67
o21a_1 | 2 | 0.80
xnor2_1 | 12 | 5.6
inv_1 | 54 | 11
a21o_1 | 5 | 2.0
nor2_1 | 8 | 1.6
nand4_1 | 2 | 0.67
