===== ./run.sh =====
#!/bin/bash
# OpenROAD 26Q1-2900-gdf79404cd8, Yosys 0.63+post, stock flow scripts
make -C /OpenROAD-flow-scripts/flow DESIGN_CONFIG=/design/flow/config.mk WORK_HOME=/design/flow/orfs finish

===== ./design.v =====
module xor16(output [15:0] out, input [15:0] in1, input [15:0] in2);
genvar i;
generate
	for(i=0; i<16; i=i+1) begin
		assign out[i] = (in1[i] & ~in2[i]) | (~in1[i] & in2[i]);
	end
endgenerate
endmodule;

===== ./constraint.sdc =====
current_design xor16

set clk_period 1.0
set clk_io_pct 0.2

create_clock -name clk0 -period $clk_period

set non_clock_inputs [all_inputs -no_clocks]
set_input_delay [expr $clk_period * $clk_io_pct] -clock clk0 $non_clock_inputs
set_output_delay [expr $clk_period * $clk_io_pct] -clock clk0 [all_outputs]

===== ./config.mk =====
export PLATFORM = sky130hd
export DESIGN_NAME = xor16
export DESIGN_NICKNAME = xor16
export VERILOG_FILES = /design/flow/design.v
export SDC_FILE = /design/flow/constraint.sdc
export NUM_CORES = 4
export LEC_CHECK = 1
export CORE_AREA = 10 10 70 70
export DIE_AREA = 0 0 80 80
export SYNTH_HDL_FRONTEND = slang

==> qor.tcl <==
set qor(worstMarginPinSlew_ns) 0.1540
set qor(ioPinCount) 48
set qor(dpl_cell_area_um2) 678.2
set qor(crit_path_end) {out[15]}
set qor(power.internal_mw) 0.1300
set qor(post-route-min-period_ns) 0.9388
set qor(place_inst) 110
set qor(port_buffers) 48
set qor(openroad.warnings) 32
set qor(worstSetupStartpoint) {in2[15]}
set qor(critical_path.cell_chain) {dlygate4sd2_1 > xor2_1 > buf_2}
set qor(yosys_area_um2) 140.1
set qor(most_common_library_cell_in_the_layout_ignoring_fill_and_taps) {dlygate4sd2_1}
set qor(vias) 292
set qor(cell_count_final_fillers_out) 110
set qor(irDropWorstVdd_mv) 0.08292
set qor(groute.usage.overall) 0.03717
set qor(postRouteWirelength_um) 1328
set qor(worst_hold_slack_ns) 0.7641
set qor(worst-endpoint-arrival_ns) 0.74
set qor(placeable_core_region_um2) 3416
set qor(n_sequential_cell) 0
set qor(route.antenna.remaining_nets) 0
set qor(synth_area_um2) 140.1
set qor(dpl_worst_slack_ns) -0.5945
set qor(route.detailed.drc) 0
set qor(fmaxAchievable_mhz) 1065
set qor(syn_area_per_cell_um2) 8.758
set qor(grt_start_max_net_pins) 2
set qor(finalSetupTns_ns) 0
set qor(share_clk_of_total_power) 0
set qor(net-switching-power_mw) 0.06430
set qor(dr.pass1.iters) 3
set qor(worst_slack_ns) 0.06120
set qor(hold_path.class) {input pin to output port}
set qor(gp_congestion) 0.7784
set qor(timing.slew.headroom) 0.8970
set qor(global_route_wire_length_before_repair_um) 1835
set qor(seq_area_frac_synth) 0
set qor(post_route_cells_drive_above_1_share) 0.2500
set qor(sequentialPowerShare) 0
set qor(switching_share) 0.3310
set qor(cap_violations) 0
set qor(detail_route.wl_per_cell_um) 12.07
set qor(detail_route.iter0.violations) 8
set qor(synthCells) 16
set qor(final-hold-violation-count) 0
set qor(synthDistinctLibCells) 1
set qor(criticalPathCategory) {input pin to output port}
set qor(ff_latch_area_um2) 0
set qor(chipWidth_um) 80
set qor(finalCoreUtilization) 0.1634
set qor(critical_path.startpoint_type) {input pin}
set qor(period_used_share) 0.9388
set qor(drv_slew) 0
set qor(critical_path.endpoint_type) {output port}
set qor(grt_setup_unrepaired) {no}
set qor(cts-hold-fix-buffers) 0
set qor(fp_util) 0.04103
set qor(slowest_stage) {dlygate4sd2_1}
set qor(final_cell_area_um2) 558.0
set qor(globalRouteOverflowTotal) 0
set qor(timing.critical_path.fanout_max) 1
set qor(layout_top_cells_excl_fill_tap) {32 x dlygate4sd2_1, 16 x xor2_1, 16 x buf_2}
set qor(dpl.hpwl_um) 1292
set qor(worstPathRequired_ns) 0.80
set qor(grt_pass1_vias) 320
set qor(synthesis.yosys.warnings) 0
set qor(die_h_um) 80
set qor(cts.repair_timing.setup_buffer_count) 0
set qor(avgViaCountPerCell) 2.655
set qor(floorplan.die_area_um2) 6400
set qor(detail_route.antenna_diodes) 0
set qor(power_density_nw_per_um2) 348.1
set qor(n_clock_buffer) 0
set qor(grt_antenna_before_repair) 0
set qor(critical-path-max-stage-delay_ns) 0.24
set qor(totalPowerFinal_mw) 0.1943
set qor(comb_power_share) 1.000
set qor(yosys-stat-cells) 16
set qor(static_leakage_nw) 0.2997
set qor(finalSetupViolCount) 0
set qor(syn_to_final_growth_pct) 298.2
set qor(outcome) {completed}
set qor(placementRows) 21
-- metal layers --
layer / routed length, um / track usage
met5: 0 / 0
met2: 513 / 0.05859
met3: 211 / 0.01932
met4: 0 / 0
met1: 602 / 0.04680
-- synth_stat cells (all sizes together) --
cell type,n,area share
xor2,16,1.0
-- power groups by stage --
| stage | combinational (mW) | clock (mW) | sequential, mW |
|---|---|---|---|
| CTS | 0.202 | 0 | 0 |
| global route | 0.219 | 0 | 0 |
| finish | 0.194 | 0 | 0 |
-- final cells by class --
class | count | area [um^2]
tap | 46 | 57.56
fill | 409 | 2858
timing repair buffer | 48 | 360.3
multi-input combinational | 16 | 140.1
-- kinds of logic after synthesis --
group	Yosys count	share of synthesized area
xor+xnor	16	1.000
-- critical path, delay by kind of cell --
kind / cells / cell delay [ns]
XOR/XNOR: 1 / 0.17
buffers and inverters: 2 / 0.37
-- repair_timing --
| action | in CTS | in global routing |
|---|---|---|
| endpoints found under the setup margin | 16 | 0 |
| resized | 86 | 0 |
| hold endpoints to repair | 0 | 0 |
-- worst min-delay path by stage --
stage           start      end  cells past startpoint
CTS           in1[14]  out[14]                      3
global route  in1[14]  out[14]                      3
finish        in1[14]  out[14]                      3
Power is estimated from default activity; no workload was simulated.
